===== design/flow/config.mk =====
export PLATFORM = sky130hd
export DESIGN_NAME = uart_tx
export DESIGN_NICKNAME = uart_tx
export VERILOG_FILES = /design/flow/design.v
export SDC_FILE = /design/flow/constraint.sdc
export NUM_CORES = 4
export LEC_CHECK = 1
export CORE_AREA = 10 10 107 107
export DIE_AREA = 0 0 117 117

===== design/flow/constraint.sdc =====
current_design uart_tx

set clk_period 3.9
set clk_io_pct 0.2

create_clock -name clk0 -period $clk_period [get_ports {clk_50mhz}]

set non_clock_inputs [all_inputs -no_clocks]
set_input_delay [expr $clk_period * $clk_io_pct] -clock clk0 $non_clock_inputs
set_output_delay [expr $clk_period * $clk_io_pct] -clock clk0 [all_outputs]

===== design/flow/design.v =====
module uart_tx #(
    parameter integer CLK_FREQ = 50_000_000,    
    parameter integer BAUD_RATE = 115200        
) (
    input  logic        clk_50mhz,      
    input  logic        rst_n,          
    input  logic        tx_start,       
    input  logic [7:0]  tx_data,        
    output logic        tx_out,         
    output logic        tx_busy         
);
    localparam integer BaudTickDivider = CLK_FREQ / BAUD_RATE;
    typedef enum logic [2:0] {
        IDLE,
        START_BIT,
        DATA_BITS,
        STOP_BIT,
        INTER_BYTE_DELAY
    } tx_state_e;
    tx_state_e current_state, next_state;
    logic [9:0]           baud_tick_counter;
    logic                 baud_tick;
    logic [7:0]           shifter_reg;    
    logic [3:0]           bit_count;      
    logic                 tx_reg;         
    logic                 tx_busy_reg;
    always_ff @(posedge clk_50mhz or negedge rst_n) begin
        if (!rst_n) begin
            baud_tick_counter <= '0;
            baud_tick         <= 1'b0;
        end else begin
            if (baud_tick_counter == BaudTickDivider - 1) begin
                baud_tick_counter <= '0;
                baud_tick         <= 1'b1;
            end else begin
                baud_tick_counter <= baud_tick_counter + 1;
                baud_tick         <= 1'b0;
            end
        end
    end
    always_ff @(posedge clk_50mhz) begin
        if (!rst_n) begin
            current_state <= IDLE;
            shifter_reg   <= '0;
            bit_count     <= '0;
            tx_reg        <= 1'b1;  
            tx_busy_reg   <= 1'b0;
        end else begin
            tx_busy_reg <= (current_state != IDLE);
            case (current_state)
                IDLE: begin
                    tx_reg <= 1'b1;  
                    if (tx_start) begin
                        shifter_reg   <= tx_data;  
                        current_state <= START_BIT;
                        tx_reg        <= 1'b0;     
                    end
                end
                START_BIT: begin
                    if (baud_tick) begin
                        current_state <= DATA_BITS;
                        tx_reg        <= shifter_reg[0];  
                        shifter_reg   <= shifter_reg >> 1;  
                        bit_count     <= '0;
                    end
                end
                DATA_BITS: begin
                    if (baud_tick) begin
                        if (bit_count == 7) begin
                            current_state <= STOP_BIT;
                            tx_reg        <= 1'b1;  
                        end else begin
                            bit_count     <= bit_count + 1;
                            tx_reg        <= shifter_reg[0];  
                            shifter_reg   <= shifter_reg >> 1;  
                        end
                    end
                end
                STOP_BIT: begin
                    if (baud_tick) begin
                        current_state <= INTER_BYTE_DELAY;
                    end
                end
                INTER_BYTE_DELAY: begin
                    if (baud_tick) begin
                        current_state <= IDLE;
                    end
                end
                default: current_state <= IDLE;
            endcase
        end
    end
    assign tx_out  = tx_reg;
    assign tx_busy = tx_busy_reg;
endmodule

===== design/flow/run.sh =====
#!/bin/bash
# OpenROAD 26Q1-2900-gdf79404cd8, Yosys 0.63+post, stock flow scripts
make -C /OpenROAD-flow-scripts/flow DESIGN_CONFIG=/design/flow/config.mk WORK_HOME=/design/flow/orfs finish

==> results.txt <==
The flow run is done. The global routing stage identified its most utilized layer as met1. The OpenROAD report gives the critical path a data arrival time of 2350 ps. Post-cts sizing count landed at 0. Share of the synthesized netlist area taken by xor and xnor gates landed at 0.0545.

Per STA, the highest per-stage delay on the worst path measures roughly 870 ps. Per the detailed placement report, the placed cell area equals 0.00167 sq mm. Per the synthesis report, the dominant area consumer among library cells is sky130_fd_sc_hd__dfxtp_1.

Number of cells in the design after placement landed at roughly 260. Worst slew margin relative to its limit landed at 0.580. Global-route met2 utilization landed at 0.0525. CTS buffer count landed at 3. In this run the maximum-capacitance check reported violations numbering 0. CTS placed an instance of sky130_fd_sc_hd__clkbuf_8 at the clock tree root. Synthesized cell area landed at approximately 0.0014 sq mm.

Die span in y landed at 117 um. Global-route usage over all layers landed at 0.0418. Post-CTS timing repair inserted 0 buffers for setup. By startpoint and endpoint, the worst setup path is classified as in -> reg. Total wirelength of the detailed-routed design landed at ~2800 um. Number of endpoints failing setup at the final stage landed at 0.

Part of the cycle the worst path needs landed at 0.549. Per the synth log, the flip-flop and latch total comes to 28. Of the total power, combinational logic draws 0.118.

Proportion of power drawn by flip-flops and latches landed at 0.552. Final routed wire length divided by cell count landed at around 11 um. The register with the most flip-flops in the layout has 10 of them. Violation count after the first detailed-route iteration landed at 21. Share of synthesized area spent on multiplexers landed at 0.0623. The routed design ends up with an antenna cell count of 0.

The filler cells instantiated in the layout total just over 1000. The largest individual stage delay along the critical path comes from the cell sky130_fd_sc_hd__clkdlybuf4s50_1. Met3 layer usage reported by global route landed at 0.0144. Area of the core region landed at between 0.009 and 0.01 sq mm. Vias after detailed routing landed at about 990. The share of total power dissipated in the clock network is 0.330.

STA reports the tightest min-delay check as being of type reg -> reg. As logged by OpenROAD, the buffers inserted on ports number 12. In this run, synthesis inferred 0 flip-flops with an integrated enable. Synthesis-to-layout area growth landed at 19.1%. The logs give a warning total of 26. 13 I/O pins were placed. CTS clock-pin slew for the worst setup and hold paths landed at around 100 ps. Along the worst path, the maximum fanout reaches 16. The critical path goes through clkdlybuf4s50_1 > inv_1 > a211oi_2. Chip area estimate from yosys synthesis landed at 0.00145 sq mm. The warning tally printed by Yosys for this design is 1. Per the synth stats, the proportion of register bits with asynchronous set or reset is 0.393.

Post-synth the commonest register cell is sky130_fd_sc_hd__dfxtp_1. The synthesized netlist contains 39 unique library cells. The clock reaches the later pin of the worst-skew pair after roughly 280 ps. The required time at the worst endpoint is listed as between 4000 and 5000 ps. Power comes to roughly 550 uW. Synthesis produced roughly 140 cells. Worst clock skew on the final layout landed at ~12 ps. Fraction of final layout cells sized beyond drive strength 1 landed at 0.125. Grouping stages by cell kind, the critical path spends the most delay in buffers and inverters. After layout, the minimum clock period comes to between 2000 and 2500 ps.

Internal cell power landed at about 420 uW. The report puts the hold buffer count at CTS at 0. Pin count of the biggest net entering global routing landed at 17.

For reference, the top logic cell family by area is simple AND/OR/NAND/NOR gates. Leakage power landed at 0.000632 uW. Half-perimeter wire length after placement landed at 1970 um. Detailed-route vias per instance landed at ~3.8.

The first global-routing pass estimated 4730 um of wire. Yosys stat cell total landed at ~140. For this run, the register share of the synthesized area comes to 0.426.

The number of global-route vias before repair was 946. Setup repair after global routing left no endpoint under its margin. Yosys attributes the largest share of cell area to sky130_fd_sc_hd__dfxtp_1 24%, sky130_fd_sc_hd__dfrtp_1 19%, sky130_fd_sc_hd__mux2i_1 6.2%.

Final non-filler cell area landed at about 0.0017 sq mm. The timing report notes that buffer and inverter cells on the critical path total 2. No sink is reached through more buffers than the 2 on the longest clock path. The horizontal die dimension reported for this design is ~120 um. Complex-gate fraction of the synthesized area landed at 0.158.

Area fraction in and, or, nand and nor cells landed at 0.242. Number of hold violations in the final report landed at 0. The placement summary gives the final routability congestion estimate as slightly below 0.8. Sum of negative setup slack landed at 0 ps. Switching share of total power landed at 0.235.

Final instance count without filler cells landed at about 260. Adder-cell share of the synthesized area landed at 0.0260. The routed layout reports a DRC error count of 0. met1 track demand over resource after global routing is 0.0685. Row count landed at 35. TritonCTS built the clock tree. The first detailed-routing pass took 2 iterations. At the pin with the least slew margin, the transition time is around 630 ps. Highest ir drop seen on vdd landed at ~0.19 mV.

In the final report, the number of pins over their slew limit comes to 0. In this run the remaining antenna-violating nets after routing total 0. Global-route congestion overflow total landed at 0.

Power spread over the standard cell area amounts to 321 mW/mm^2. Hold timing on the final database bottoms out at a slack of about 460 ps. STA classifies the critical path startpoint as an input port.

The worst setup path is captured at a register. Initial antenna violation count landed at 0. Number of sinks on the clock net landed at 28. Area of the die landed at 0.0137 sq mm.

Number of levels the H-tree was split into landed at 1. Starting utilization of the core area landed at 0.157. Post-synthesis area per instance landed at about 10 sq um.

The script extracted a net switching power of between 100 and 150 uW. Fmax landed at ~470 MHz. The flow ran to the end, and the final reports show no timing, DRC or antenna violations.

Proportion of netlist area held by the largest area contributor landed at 0.235.
tightest hold or removal path, delay by kind of cell (launching register included):
| kind | cells | cell delay, ps |
|---|---|---|
| multiplexers | 1 | 50 |
| AND/OR/NAND/NOR | 1 | 50 |
| flip-flops | 1 | 330 |
through the flow:
stage                     worst slack [ps]  utilization
after global placement                1440        0.181
after CTS                             1670        0.187
after global routing                  1550        0.187
after floorplan                       2010            -
after detailed placement              1380        0.181
final                                 1760        0.187
worst paths after layout:
check | startpoint | to | slack (ps) | cells past startpoint
max in group asynchronous | rst_n | baud_tick_counter[3] | 2600 | 1
min in group asynchronous | rst_n | baud_tick_counter[2] | 890 | 1
max | rst_n | shifter_reg[3] | 1760 | 3
max reg2reg | current_state[1] | bit_count[1] | 2170 | 4
min reg2reg | shifter_reg[7] | shifter_reg[7] | 460 | 2
min | shifter_reg[7] | shifter_reg[7] | 460 | 2
power by group through the flow:
stage / combinational [uW] / clock (uW) / sequential (uW)
after CTS: 66.3 / 187 / 305
after global routing: 72.5 / 200 / 307
final: 65.0 / 182 / 305
cells by family (layout without fill, tap and decap cells):
family                   count (synthesis)  after routing
AND/OR/NAND/NOR                         58             58
flip-flops                              28             28
AND-OR/OR-AND                           27             27
XOR/XNOR                                 9              9
multiplexers                             9              9
buffers and inverters                    8             18
adder cells (fa/ha/maj)                  3              3
layout by cell type, fill, tap and decap left out, drive strengths merged, types with 2 or more instances in the layout:
cell | Yosys | final
nand3b | 2 | 2
inv | 2 | 2
a31oi | 2 | 2
clkdlybuf4s50 | 0 | 12
nor3 | 3 | 3
and3b | 2 | 2
nor3b | 3 | 3
nand4 | 2 | 2
mux2i | 9 | 9
ha | 3 | 3
xor2 | 5 | 5
dfrtp | 11 | 11
nor2b | 2 | 2
or4 | 2 | 2
nand3 | 4 | 4
clkbuf | 0 | 4
nand2b | 4 | 4
dfxtp | 17 | 17
a211oi | 7 | 7
nand4b | 2 | 2
xnor2 | 4 | 4
a21oi | 12 | 12
nand2 | 14 | 14
nor2 | 13 | 13
routing by layer:
layer | part of all wire | routed length (um)
met1 | 0.56 | 1570
met5 | 0 | 0
met2 | 0.38 | 1050
met3 | 0.055 | 152
met4 | 0.0043 | 12
synth_stat cells, types with 2 or more instances:
library cell	count
sky130_fd_sc_hd__a211oi_2	7
sky130_fd_sc_hd__a21oi_1	11
sky130_fd_sc_hd__a31oi_1	2
sky130_fd_sc_hd__and3b_1	2
sky130_fd_sc_hd__buf_2	3
sky130_fd_sc_hd__dfrtp_1	11
sky130_fd_sc_hd__dfxtp_1	17
sky130_fd_sc_hd__ha_1	3
sky130_fd_sc_hd__inv_1	2
sky130_fd_sc_hd__mux2i_1	9
sky130_fd_sc_hd__nand2_1	14
sky130_fd_sc_hd__nand2b_1	4
sky130_fd_sc_hd__nand3_1	4
sky130_fd_sc_hd__nand3b_1	2
sky130_fd_sc_hd__nand4_1	2
sky130_fd_sc_hd__nand4b_1	2
sky130_fd_sc_hd__nor2_1	13
sky130_fd_sc_hd__nor2b_1	2
sky130_fd_sc_hd__nor3_1	3
sky130_fd_sc_hd__nor3b_1	2
sky130_fd_sc_hd__or4_4	2
sky130_fd_sc_hd__xnor2_1	4
sky130_fd_sc_hd__xor2_1	5
area by class of cell:
class                   instances  area [sq um]  area share
well taps                     111           139      0.0807
repair buffers                 12           120      0.0698
flip-flops and latches         28           616       0.358
inverters                       2          7.51     0.00436
clock buffers                   4          55.1      0.0320
multi-input cells             106           785       0.456
No activity file was given, so power comes from the tool's default toggle rates.
