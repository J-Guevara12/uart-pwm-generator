**flow/config.mk**
```make
export PLATFORM = sky130hd
export DESIGN_NAME = pwm_gen
export DESIGN_NICKNAME = pwm_gen
export VERILOG_FILES = /design/flow/design.v
export SDC_FILE = /design/flow/constraint.sdc
export NUM_CORES = 4
export LEC_CHECK = 1
export CORE_UTILIZATION = 40
```
**flow/constraint.sdc**
```tcl
current_design pwm_gen

set clk_period 27.4
set clk_io_pct 0.2

create_clock -name clk0 -period $clk_period [get_ports {clk}]

set non_clock_inputs [all_inputs -no_clocks]
set_input_delay [expr $clk_period * $clk_io_pct] -clock clk0 $non_clock_inputs
set_output_delay [expr $clk_period * $clk_io_pct] -clock clk0 [all_outputs]
```
**flow/design.v**
```verilog
`timescale 1ns / 1ps
module pwm_gen #(
    parameter integer CLK_FREQ = 50_000_000,
    parameter integer REF_FREQ = 50_000
)(
    input  logic        clk,
    input  logic        rst_n,
    input  logic [1:0]  pow2,        
    input  logic [1:0]  pow5,        
    input  logic [6:0]  duty_cycle,  
    output logic        pwm_out,
    output logic        cycle_done
);
    localparam int Div50K = CLK_FREQ / REF_FREQ;  
    logic [9:0] cnt_50k;
    logic       ce_50k;
    always_ff @(posedge clk or negedge rst_n) begin
        if (!rst_n) begin
            cnt_50k <= '0;
            ce_50k  <= 1'b0;
        end else begin
            if (cnt_50k == Div50K - 1) begin
                cnt_50k <= '0;
                ce_50k  <= 1'b1;
            end else begin
                cnt_50k <= cnt_50k + 1'b1;
                ce_50k  <= 1'b0;
            end
        end
    end
    logic [1:0] active_pow2;
    logic [1:0] active_pow5;
    logic [6:0] active_dc;
    always_ff @(posedge clk or negedge rst_n) begin
        if (!rst_n) begin
            active_pow2 <= 2'd0;
            active_pow5 <= 2'd0;
            active_dc   <= 7'd0;
        end else if (cycle_done) begin
            active_pow2 <= pow2;
            active_pow5 <= pow5;
            active_dc   <= duty_cycle;
        end
    end
    logic [9:0] val_pow2;
    logic [9:0] val_pow5;
    logic [9:0] n_period;
    always_comb begin
        case (active_pow2)
            2'd0: val_pow2 = 1;  2'd1: val_pow2 = 2;
            2'd2: val_pow2 = 4;  2'd3: val_pow2 = 8;
            default: val_pow2 = 1;
        endcase
        case (active_pow5)
            2'd0: val_pow5 = 1;  2'd1: val_pow5 = 5;
            2'd2: val_pow5 = 25; 2'd3: val_pow5 = 125;
            default: val_pow5 = 1;
        endcase
    end
    assign n_period = val_pow2 * val_pow5;
    logic [9:0] period_cnt;
    assign cycle_done = (period_cnt >= n_period - 1) && ce_50k;
    always_ff @(posedge clk or negedge rst_n) begin
        if (!rst_n) begin
            period_cnt <= '0;
        end else if (ce_50k) begin
            if (period_cnt >= n_period - 1) begin
                period_cnt <= '0;
            end else begin
                period_cnt <= period_cnt + 1'b1;
            end
        end
    end
    logic [16:0] mult_res;
    logic [9:0]  n_pulse;
    assign mult_res = n_period * active_dc;
    assign n_pulse  = (mult_res + 99) / 100;
    logic [9:0] cnt_start;
    logic [9:0] cnt_end;
    assign cnt_start = (n_period - n_pulse) >> 1;
    assign cnt_end   = cnt_start + n_pulse - 1;
    always_ff @(posedge clk or negedge rst_n) begin
        if (!rst_n) begin
            pwm_out <= 1'b0;
        end else begin
            if (active_dc == 0) begin
                pwm_out <= 1'b0;
            end else if (period_cnt >= cnt_start && period_cnt <= cnt_end) begin
                pwm_out <= 1'b1;
            end else begin
                pwm_out <= 1'b0;
            end
        end
    end
endmodule
```
**flow/run.sh**
```bash
#!/bin/bash
# OpenROAD 26Q1-2900-gdf79404cd8, Yosys 0.63+post, stock flow scripts
make -C /OpenROAD-flow-scripts/flow DESIGN_CONFIG=/design/flow/config.mk WORK_HOME=/design/flow/orfs finish
```
==> notes.md <==
Entry: Yosys synthesis followed by OpenROAD place and route.

Worst setup path:
- The worst setup path is captured at a flop.
- The run gives the timing startpoint of the critical path as active_pow2[1]$_DFFE_PN0P_.
- The startpoint identified for the worst register-to-register timing path is active_pow2[1]$_DFFE_PN0P_.
- The run puts the maximum single-stage delay on the critical path at 0.66 ns.
- The worst setup path is launched from a flop.
- Per the timing report, the most critical flop-to-flop path finishes at pwm_out$_DFF_PN0_.
- The run puts the required arrival time at the worst endpoint at 27.56 ns.
- The slowest stage of the critical path is the sky130_fd_sc_hd__o211ai_2 cell.
- The run gives the classification of the worst setup path as reg2reg.
- The run gives the endpoint of the most critical setup path as pwm_out$_DFF_PN0_.
- STA lists the maximum fanout along the critical path as 18.
- Data arrives at the worst endpoint at 18.43 ns.
- The run gives the logic depth of the worst register-to-register path as 68.
- The run gives the setup slack of the most critical reg-to-reg path as 9.13 ns.

Final timing:
- Adding up every negative setup slack in the final design gives 0 ns.
- The run puts the setup clock skew after layout at 0.00257 ns.
- The final report lists the setup-violating endpoint count as 0.
- The final critical path takes up 66.7% of the cycle.
- The run puts the worst slew margin relative to its limit at 47.6%.
- In the post-route analysis, the smallest setup slack over all paths is 9.13 ns.
- Looking at the max-slew report, the worst-margin pin has a slew of 0.783 ns.
- The run puts the final number of hold-violating endpoints at 0.
- Timing would allow up to 0.0547 GHz.
- Setup repair after global routing left no endpoint under its margin.
- The run gives the max-slew violation count as 0.
- The run puts the minimum clock period at 18.27 ns.

Pwr:
- The run gives the cell-internal power as 0.0000957 W.
- The run gives the static power due to leakage as 4.48 nW.
- The run puts the fraction of power spent switching nets at 17.5%.
- The run puts the share of power burned in registers at 42.1%.
- The flow reports that the clock network draws 55.6% of the design power.
- The run puts the switching power total at 0.0000203 W.
- The run gives the total power per unit cell area as 12.4 nW/um2.
- The run gives the proportion of power drawn by combinational gates as 2.4%.
- The analysis reports a worst IR drop on VDD of 0.0364 mV.

Logic synthesis:
- For this design, Yosys synthesis ends with a cell count of 1,067.
- The run puts the area figure in the yosys stat output at 8810 um2.
- The warning tally printed by Yosys for this design is 1.
- The run gives the number of synthesized flops with an enable pin as 0.
- The run puts the count of state elements after synthesis at 33.
- The run gives the number of standard cells after synthesis as 1,067.
- The run puts the average instance area after synthesis at 8.26 um2.
- The run gives the distinct cell type count of the synthesized netlist as 98.
- The run gives the share of synthesized area occupied by flip-flops and latches as 9.37%.
- The run puts the post-synthesis cell area at 8810 um2.
- Counting flops with an async set or reset pin after synthesis yields a share of 100%.
- The synthesis report names the predominant flop master as sky130_fd_sc_hd__dfrtp_1.

Floorplan:
- During I/O placement, the number of pins put on the boundary was 15.
- The run gives the vertical die dimension as 150 um.
- The run puts the die boundary width at 150 um.
- Row generation in the floorplan step produced 53 rows.
- The overall die size recorded for this design is 22,600 um2.
- The run puts the effective utilization at floorplan at 41.4%.
- The run gives the floorplan core area as 21,300 um2.

Detailed routing:
- The run gives the total DRC errors in the routed layout as 0.
- Dividing the detail-routed via count by the number of cells gives 5.70.
- The run puts the total via count in the routed design at 7,599.
- The run gives the number of detailed-routing iterations run before antenna repair as 5.
- The run puts the final antenna-violating net count at 0.
- The run puts the number of antenna repair diodes at 0.
- Detailed-route iteration 0 reported a violation count of 513.
- Summed over all layers, the routed wires come to 20.6 mm.
- The run puts the mean routed wirelength per cell at 15.4 um.

Job:
- The run gives the count of tool warnings as 28.
- The report counts max-capacitance violations totalling 0.

Clock network:
- The run gives the deepest clock path buffer count as 2.
- The run gives the sink count of the clock tree as 33.
- The number of hold buffers added after CTS was 0.
- The run puts the count of instances resized after the clock tree is built at 0.
- The clock H-tree reported by CTS has 2 levels.
- On the worst setup and hold paths after CTS, the clock-pin slew comes to 0.05 ns.
- In this run, CTS created clock tree buffers numbering 5.
- The run gives the buffers inserted during post-CTS setup optimization as 0.
- The run gives the clock latency reported for the late side of the worst-skew pair as 0.27 ns.
- Looking at the clock tree report, the root buffer type is sky130_fd_sc_hd__clkbuf_16.
- The run gives the CTS tree as yes.

Placement:
- The run puts the port buffer count at 14.
- The run gives the worst setup slack after placement as 9.19 ns.
- The run puts the last weighted congestion value of the routability-driven placer at 0.887.
- The run puts the placed wire-length estimate after detailed placement at 16.8 mm.

Global routing:
- The run gives the global-route usage over all layers as 19.7%.
- The number of global-route vias before repair is 7,028.
- The run puts the number of antenna violations at the first check in global routing at 0.
- The run puts the final global-route overflow total at 0.
- The run puts the largest net degree at the start of global routing at 34.
- The run gives the wire length of the first global-routing pass as 35.1 mm.

Layout:
- The run gives the relative area change from synthesis to final layout as 6.05%.
- The run gives the most frequent standard cell in the layout excluding fill and tap cells as sky130_fd_sc_hd__ha_1.
- In the layout the commonest cells are 122 x sky130_fd_sc_hd__ha_1, 85 x sky130_fd_sc_hd__inv_1, 83 x sky130_fd_sc_hd__nand2_1, 66 x sky130_fd_sc_hd__a21oi_1, 61 x sky130_fd_sc_hd__and2_1.
- Cells with a size suffix above 1 make up 7.46% of the layout.

Min path:
- The min-delay analysis places its worst path in the category reg2reg.

Outcome:
- The run finished with clean final reports.
## stage by stage
stage | instances | total power [W] | instance area [um2] | hold WS [ns] | util [%]
after floorplan | 1067 | 0.0000497 | 8810 | 0.433 | -
after global placement | 1326 | 0.0000524 | 9170 | 0.455 | 43.1
after detailed placement | 1326 | 0.0000524 | 9170 | 0.457 | 43.1
after CTS | 1334 | 0.000118 | 9340 | 0.471 | 43.9
after global routing | 1334 | 0.000119 | 9340 | 0.491 | 43.9
final | 1334 | 0.000116 | 9340 | 0.467 | 43.9
## final cells by class
class	instances	area, um2
repair buffers	21	193
well taps	275	344
flip-flops and latches	33	826
clock buffers	7	143
clock inverters	1	30.0
inverters	87	327
fillers	2085	11900
multi-input cells	910	7480
## per-layer routing
layer / global-route usage [%] / up-vias / share of wire (%)
li1: - / 3866 / -
met5: 0 / - / 0
met1: 32.1 / 3536 / 51
met2: 29.1 / 186 / 43
met4: 1.52 / 0 / 0.65
met3: 2.75 / 11 / 4.8
## worst min-delay path by stage
stage | depth (start not counted) | to | from
finish | 1 | cnt_50k[0]$_DFF_PN0_ | cnt_50k[0]$_DFF_PN0_
global route | 1 | cnt_50k[0]$_DFF_PN0_ | cnt_50k[0]$_DFF_PN0_
CTS | 1 | cnt_50k[0]$_DFF_PN0_ | cnt_50k[0]$_DFF_PN0_
## sequential cells by signal (all words and copies together) (netlist names)
name and flops:
ce_50k 1, period_cnt 10, pwm_out 1, active_dc 7, active_pow2 2, active_pow5 2
cnt_50k 10
## synth_stat cells (6+ instances only)
cell type                   count  share of area, %
sky130_fd_sc_hd__buf_2         14              0.80
sky130_fd_sc_hd__a21o_1        27               2.3
sky130_fd_sc_hd__nand2b_1      16               1.1
sky130_fd_sc_hd__nor2b_1       14              0.99
sky130_fd_sc_hd__a21oi_1       66               3.7
sky130_fd_sc_hd__o211ai_1      18               1.5
sky130_fd_sc_hd__inv_1         85               3.6
sky130_fd_sc_hd__xnor2_1       40               4.0
sky130_fd_sc_hd__o21ai_0       36               2.0
sky130_fd_sc_hd__fa_1          51                12
sky130_fd_sc_hd__nand2_1       83               3.5
sky130_fd_sc_hd__o31ai_1        9              0.77
sky130_fd_sc_hd__o22ai_1        8              0.57
sky130_fd_sc_hd__xor2_1        23               2.3
sky130_fd_sc_hd__and3_1         7              0.50
sky130_fd_sc_hd__a22oi_1        6              0.51
sky130_fd_sc_hd__o21bai_1       6              0.51
sky130_fd_sc_hd__nand4_1       14              0.99
sky130_fd_sc_hd__nor3_1        18               1.0
sky130_fd_sc_hd__and4_1         7              0.70
sky130_fd_sc_hd__mux2_2        13               1.7
sky130_fd_sc_hd__mux2i_1       12               1.4
sky130_fd_sc_hd__nor2_1        58               2.5
sky130_fd_sc_hd__nand3_1       32               1.8
sky130_fd_sc_hd__a211oi_2       7              0.99
sky130_fd_sc_hd__or3_1          8              0.57
sky130_fd_sc_hd__clkbuf_1      18              0.77
sky130_fd_sc_hd__ha_1         122                17
sky130_fd_sc_hd__and2_1        61               4.3
sky130_fd_sc_hd__o21ai_1        9              0.51
sky130_fd_sc_hd__o2bb2ai_1      6              0.60
sky130_fd_sc_hd__a31oi_1        8              0.57
sky130_fd_sc_hd__a211o_1       10              0.99
sky130_fd_sc_hd__dfrtp_1       33               9.4
sky130_fd_sc_hd__o21a_1         9              0.77
## power by group through the flow
| stage | logic (W) | registers, W | clock network, W |
|---|---|---|---|
| finish | 0.00000273 | 0.0000488 | 0.0000645 |
| global route | 0.00000309 | 0.0000487 | 0.0000675 |
| CTS | 0.00000284 | 0.0000488 | 0.0000660 |
## critical path, delay by kind of cell (launching register included)
kind,cells,cell delay [ns]
fa+ha+maj,16,5.90
compound gates,28,6.49
xor+xnor,5,1.33
flops,1,0.45
mux,1,0.21
buf+inv,4,0.33
simple gates,14,3.41
## logic make-up after synthesis
| group | count (synthesis) | share of synthesized area [%] |
|---|---|---|
| AND-OR/OR-AND | 297 | 25.2 |
| XOR/XNOR | 65 | 6.63 |
| adder cells (fa/ha/maj) | 176 | 29.3 |
| buffers and inverters | 124 | 5.71 |
| flip-flops | 33 | 9.37 |
| multiplexers | 27 | 3.35 |
| AND/OR/NAND/NOR | 345 | 20.5 |
Power and IR drop assume default switching activity.
